<file path="flow/design.v">
module alu #(parameter WIDTH=4)(
    input  logic [WIDTH-1:0] A,
    input  logic [WIDTH-1:0] B,
    input  logic boton0,
    input  logic boton1, 
    input  logic boton2,
    input  logic boton3,
    input  logic Cin,
    output logic [WIDTH-1:0] S,         
    output logic Cout,
    output logic Z, N, V,
    output logic [6:0] segments_units,
    output logic [6:0] segments_tens
);
    logic [3:0] botones;
    assign botones = {boton3, boton2, boton1, boton0};
    logic [WIDTH-1:0] sum_S, rest_S, div_S, mod_S;
    logic [WIDTH-1:0] multiplicador_S;
    logic sum_Cout, rest_Cout, shiftL_Cout, shiftR_Cout, mult_overflow;
    logic [WIDTH-1:0] and_S, or_S, xor_S;
    logic [WIDTH-1:0] shiftL_S, shiftR_S;
    logic [2*WIDTH-1:0] res_multiplicacion;  
    logic [3:0] units_digit;
    logic [3:0] tens_digit;
    sumadorCompletoN #(.WIDTH(WIDTH)) u_sumador (
        .A(A),
        .B(B),
        .Cin(Cin),
        .S(sum_S),
        .Cout(sum_Cout)
    );
    restadorCompletoN #(.WIDTH(WIDTH)) u_restador (
        .A(A),
        .B(B),
        .Cin(Cin),
        .S(rest_S),
        .Cout(rest_Cout)
    );
    multiplicadorCompletoN #(.WIDTH(WIDTH)) u_multiplicador (
        .multiplicando(A),
        .multiplicador(B),
        .res(res_multiplicacion),
		  .overflow(mult_overflow)
    );
    assign multiplicador_S = res_multiplicacion[WIDTH-1:0];
    always_comb begin
        if (B != 0) begin
            div_S = A / B;
        end else begin
            div_S = {WIDTH{1'b1}};  
        end
    end
    always_comb begin
        if (B != 0) begin
            mod_S = A % B;
        end else begin
            mod_S = {WIDTH{1'b0}};  
        end
    end
    assign and_S = A & B;  
    assign or_S = A | B;   
    assign xor_S = A ^ B;  
    assign shiftL_S = A << 1;      
    assign shiftR_S = A >> 1;      
    assign shiftL_Cout = A[WIDTH-1];  
    assign shiftR_Cout = A[0];        
    always_comb begin
			S     = {WIDTH{1'b0}};
			Cout  = 1'b0;
			V     = 1'b0;
			N     = 1'b0;
			Z     = 1'b0;
        case(botones)
            4'b1110: begin  
                S = sum_S;  
                Cout = sum_Cout;
					 V = 1'b0;
            end
				4'b1101: begin  
					S = rest_S; 
					Cout = rest_Cout; 
					N = (B < A);
					V = 1'b0;
				end
            4'b1100: begin  
                S = multiplicador_S;
                Cout = 1'b0;
                 V = mult_overflow;
            end
            4'b1011: begin  
                S = div_S;
                Cout = 1'b0;
                V = 1'b0;
            end
            4'b1010: begin  
                S = mod_S;
                Cout = 1'b0;
                V = 1'b0;
            end
            4'b1001: begin  
                S = and_S;
                Cout = 1'b0;
                V = 1'b0;
            end
            4'b1000: begin  
                S = or_S;
                Cout = 1'b0;
                V = 1'b0;
            end
            4'b0111: begin  
                S = xor_S;
                Cout = 1'b0;
                V = 1'b0;
            end
            4'b0110: begin  
                S = shiftL_S; 
                Cout = shiftL_Cout;
                V = 1'b0;
            end
            4'b0101: begin  
                S = shiftR_S; 
                Cout = shiftR_Cout;
                V = 1'b0;
            end
            default: begin
                S = {WIDTH{1'b0}};
                Cout = 1'b0;
                V = 1'b0;
            end
        endcase
		Z = (S == {WIDTH{1'b0}});  
    end
    always_comb begin
        if (S < 10) begin
            tens_digit = 4'b0000;
            units_digit = S[3:0];
        end else if (S < 20) begin
            tens_digit = 4'b0001;
            units_digit = S - 10;
        end else if (S < 30) begin
            tens_digit = 4'b0010;
            units_digit = S - 20;
        end else if (S < 40) begin
            tens_digit = 4'b0011;
            units_digit = S - 30;
        end else if (S < 50) begin
            tens_digit = 4'b0100;
            units_digit = S - 40;
        end else if (S < 60) begin
            tens_digit = 4'b0101;
            units_digit = S - 50;
        end else begin  
            tens_digit = 4'b0110;
            units_digit = S - 60;
        end
    end
    decoder_segmentos display_decenas (
        .data(tens_digit),
        .segments(segments_tens)
    );
    decoder_segmentos display_unidades (
        .data(units_digit),
        .segments(segments_units)
    );
endmodule
module decoder_segmentos (
    input  logic [3:0] data,
    output logic [6:0] segments
);
    always_comb begin
        case (data)
				4'h0: segments = 7'b1000000;
				4'h1: segments = 7'b1111001;
				4'h2: segments = 7'b0100100;
				4'h3: segments = 7'b0110000;
				4'h4: segments = 7'b0011001;
				4'h5: segments = 7'b0010010;
				4'h6: segments = 7'b0000010;
				4'h7: segments = 7'b1111000;
				4'h8: segments = 7'b0000000;
				4'h9: segments = 7'b0010000;
				default: segments = 7'b1111111;  
			endcase
    end
endmodule
module multiplicadorCompletoN #(parameter WIDTH=4)(
    input  logic [WIDTH-1:0] multiplicando,
    input  logic [WIDTH-1:0] multiplicador, 
    output logic [WIDTH-1:0] res,
	 output logic overflow
);
    logic [2*WIDTH-1:0] res_parcial [0:WIDTH];
    logic [2*WIDTH-1:0] mult_desplazado [0:WIDTH-1];
    logic [2*WIDTH-1:0] suma_res [0:WIDTH-1];
    logic cout [0:WIDTH-1];
    assign res_parcial[0] = '0;
    genvar i;
    generate
        for(i=0; i < WIDTH; i++) begin : loop
            assign mult_desplazado[i] = {{WIDTH{1'b0}}, multiplicando} << i;
            sumadorCompletoN #(.WIDTH(2*WIDTH)) sumador (
                .A(res_parcial[i]),
                .B(mult_desplazado[i]),
                .Cin(1'b0),
                .S(suma_res[i]),
                .Cout(cout[i])
            );
            assign res_parcial[i+1] = multiplicador[i] ? suma_res[i] : res_parcial[i];
        end
    endgenerate
    assign res = res_parcial[WIDTH];
	 assign overflow = |res_parcial[WIDTH][2*WIDTH-1:WIDTH]; 
endmodule
module restadorCompleto1bit (
    input  logic A,     
    input  logic B,     
    input  logic Cin,   
    output logic S,     
    output logic Cout   
);
    assign S = (B ^ A) ^ Cin;
    assign Cout = (Cin & ~B) | (Cin & A) | (~B & A);
endmodule
module restadorCompletoN #(parameter WIDTH = 8) (
    input  logic [WIDTH-1:0] A,     
    input  logic [WIDTH-1:0] B,     
    input  logic Cin,               
    output logic [WIDTH-1:0] S,     
    output logic Cout               
);
    logic [WIDTH:0] aux;  
    assign aux[0] = Cin;  
    genvar i;  
    generate
        for (i = 0; i < WIDTH; i++) begin : loop  
            restadorCompleto1bit u_rest (  
                .A   (A[i]),
                .B   (B[i]),
                .Cin (aux[i]),  
                .S   (S[i]),
                .Cout(aux[i+1])  
            );
        end
    endgenerate
    assign Cout = aux[WIDTH];  
endmodule
module sumadorCompleto1bit (
    input  logic A,     
    input  logic B,     
    input  logic Cin,   
    output logic S,     
    output logic Cout   
);
	assign S = (A ^ B) ^ Cin;
	assign Cout = (A & B) | ( Cin & (A | B));
endmodule
module sumadorCompletoN #(parameter WIDTH = 8) (
    input  logic [WIDTH-1:0] A,     
    input  logic [WIDTH-1:0] B,     
    input  logic Cin,               
    output logic [WIDTH-1:0] S,     
    output logic Cout               
);
    logic [WIDTH:0] aux;  
    assign aux[0] = Cin;  
    genvar i;  
    generate
        for (i = 0; i < WIDTH; i++) begin : loop  
            sumadorCompleto1bit u_rest (  
                .A   (A[i]),
                .B   (B[i]),
                .Cin (aux[i]),  
                .S   (S[i]),
                .Cout(aux[i+1])  
            );
        end
    endgenerate
    assign Cout = aux[WIDTH];  
endmodule
</file>
<file path="flow/run.sh">
#!/bin/bash
# OpenROAD 26Q1-2900-gdf79404cd8, Yosys 0.63+post, stock flow scripts
make -C /OpenROAD-flow-scripts/flow DESIGN_CONFIG=/design/flow/config.mk WORK_HOME=/design/flow/orfs finish
</file>
<file path="flow/config.mk">
export PLATFORM = sky130hd
export DESIGN_NAME = alu
export DESIGN_NICKNAME = alu
export VERILOG_FILES = /design/flow/design.v
export SDC_FILE = /design/flow/constraint.sdc
export NUM_CORES = 4
export LEC_CHECK = 1
export CORE_UTILIZATION = 30
</file>
<file path="flow/constraint.sdc">
current_design alu

set clk_period 6.9
set clk_io_pct 0.2

create_clock -name clk0 -period $clk_period

set non_clock_inputs [all_inputs -no_clocks]
set_input_delay [expr $clk_period * $clk_io_pct] -clock clk0 $non_clock_inputs
set_output_delay [expr $clk_period * $clk_io_pct] -clock clk0 [all_outputs]
</file>
==> impl_report.txt <==
RUN METRICS
----------------------------------------------------
[Status]
  Outcome ........................ finished with violations
  Failing checks ........................ negative setup slack

[Finish]
  Seq Cell Count ........................ 0
  Register cell area after layout ........................ 0 um^2
  Comb area ........................ 2370 um^2
  Synth-to-layout area growth ........................ 71.2%
  Clock buf count ........................ 0
  Layout cell share with drive strength beyond 1 ........................ a little over half
  Fill cell instance count of the final layout ........................ 568

[Route]
  Pre-antenna DRT Iters ........................ 4
  Number of nets with antenna violations after detailed routing ........................ 0
  Vias per inst ........................ about 5.0
  Total DRC errors in the routed layout ........................ 0
  Diodes inserted ........................ 0
  Number of vias in the routed layout ........................ between 2k and 2.5k
  First DRT Iteration DRCs ........................ 94
  Routed len/inst ........................ 14.4 um
  Post-Route WL ........................ between 7 and 8 mm

[Global routing]
  Number of global-route vias before repair ........................ around 2.3k
  Sum of overflow across all layers after global routing ........................ 0
  Aggregate global-route resource usage ........................ 19.1%
  Layer carrying the most global-route usage ........................ met1
  Met3 capacity usage during global routing ........................ about 2.4%
  Pin count of the biggest net entering global routing ........................ 16
  Wire length of the first global-routing pass ........................ between 10 and 15 mm
  Met1 usage in global routing ........................ between 30% and 40%
  Antenna violations before repair ........................ 0
  Global routing met2 resource utilization ........................ approximately 30%

[Final timing]
  Worst hold-check slack ........................ about 3.3 ns
  Setup-failing EPs final ........................ 16
  Minimum period implied by the final worst setup slack ........................ 7.64 ns
  Maximum clock frequency ........................ around 130 MHz
  Post-route clock period utilization ........................ 111%
  Number of hold-slack violations in the final timing report ........................ 0
  Slew of the pin with the lowest slew margin ........................ slightly above 0.5 ns
  RSZ-0062 raised after global routing ........................ true
  Minimum setup slack in the final design ........................ -0.744 ns
  Slew HR ........................ approximately two thirds
  Final Max-Slew Violation Tally ........................ 0

[Worst setup path]
  Max incr delay on CP ........................ between 0.2 and 0.3 ns
  Critical path start-end classification ........................ in2out
  Slowest-stage cell, CP ........................ o32a_1
  Endpoint required time on the critical path ........................ roughly 5.5 ns
  Largest fanout of any net on the critical path ........................ 3
  Critical Path End Type ........................ output port
  Arrival @ worst endpoint ........................ roughly 6.3 ns
  Worst path most repeated cell ........................ buf_4
  Worst setup SP type ........................ primary input

[Die]
  Die Span Y ........................ 87.7 um
  Fraction of the core area occupied by cells at floorplan ........................ between 30% and 40%
  FP Rows ........................ 30
  Area enclosed by the die boundary ........................ 7680 um^2
  CORE AREA ........................ 6940 um^2
  Num ports ........................ 35
  Die extent in x ........................ around 90 um

[Synth]
  Area share of the largest cell type after synthesis ........................ between 20% and 30%
  Synthesized netlist cell count ........................ roughly 280
  Yosys cell count ........................ approximately 280
  Sequential share of the synthesized area ........................ 0%
  Warning count from the yosys run ........................ 10
  Count of unique library cells instantiated by Yosys ........................ roughly 75
  Yosys-reported design area after synthesis ........................ around 2200 um^2
  Main area contributors ........................ ha_1 (22%), fa_1 (10%), a21oi_1 (4.3%), nor2_1 (4.3%), o21ai_0 (4.1%)
  Combined area of all synthesized cells ........................ between 2000 and 2500 um^2
  Synthesized area per cell ........................ 7.80 um^2
  Cell type with the largest total area ........................ ha_1

[Power]
  Peak VDD IR ........................ 0.0000469 V
  Total internal power ........................ 0.000253 W
  Flop pwr share ........................ 0%
  Share of power burned in combinational logic ........................ around 100%
  Clock power frac ........................ 0%
  Switching pwr ........................ 0.000203 W
  LEAKAGE ........................ approximately 1.7 nW
  Cell area power density ........................ about 120 nW/um^2
  Sw frac ........................ between 40% and 50%
  Overall power after layout ........................ about 0.00046 W

[Placement]
  Count of buffers from port buffering ........................ 32
  Final RePlAce weighted congestion ........................ just under 0.9
  Total half-perimeter wirelength after legalization and detailed placement ........................ 5.04 mm

[Worst hold path]
  Worst Hold Class ........................ in2out

[Clocking]
  CTS hold repair buffers ........................ 0

[Flow run]
  Number of warnings in the stage logs ........................ roughly 56
  Max Cap Viol ........................ 0

----------------------------------------------------
-- power groups by stage --
stage	Sequential, W	Combinational, W	Clock [W]
after CTS	0	0.000411	0
after global routing	0	0.000497	0
final	0	0.000456	0
-- per-stage QoR --
step                cell area (um^2)  std cells  setup WS, ns  utilization [%]  setup TNS [ns]
floorplan                       2280        283        -0.699                -           -4.02
global placement                3110        463         -1.47             44.7          -18.69
detailed placement              3110        463         -1.51             44.7          -19.08
CTS                             3600        495        -0.736             51.9           -8.31
global route                    3770        501        -0.990             54.3          -10.36
finish                          3770        501        -0.744             54.3           -6.66
-- synth_stat cells, types with 2 or more instances --
library cell	number
xnor2_1	3
inv_1	24
buf_6	5
nand3_1	7
nand2_2	2
o2111a_1	2
a21oi_1	19
o21a_1	3
o211ai_1	3
xor2_1	2
clkbuf_1	2
conb_1	2
nor4b_1	2
nand2_1	17
nor2_1	25
and3_1	2
a32o_1	2
o21bai_1	2
o31ai_1	3
mux2_2	4
o21a_2	2
nand2b_1	5
o21ai_0	18
mux2i_1	8
nor3_1	4
a32oi_1	2
fa_1	11
buf_4	7
a31oi_1	6
ha_1	39
a21o_1	2
a22oi_1	4
-- layout make-up --
cell class	count	area share, %
multi-input combinational	240	63.0
tap	96	3.19
inverter	27	3.16
timing repair buffer	138	30.7
-- final timing paths --
path / cells past startpoint / slack [ns] / to / start
hold / removal: 5 / 3.35 / V / B[3]
setup / recovery: 33 / -0.74 / segments_units[4] / B[2]
-- repair_timing --
action / in CTS / in global routing
buffers inserted: 34 / 9
resized: 127 / 41
pin swaps: 47 / 39
setup endpoints to repair: 17 / 17
-- cells by family (layout without fill, tap and decap cells) --
| kind of cell | after synthesis | after routing | synth area share, % |
|---|---|---|---|
| other cells | 2 | 3 | 0.341 |
| fa+ha+maj | 50 | 50 | 32.2 |
| xor+xnor | 5 | 5 | 1.99 |
| mux | 12 | 12 | 5.69 |
| simple gates | 86 | 86 | 22.3 |
| compound gates | 84 | 84 | 26.8 |
| buf+inv | 43 | 165 | 10.7 |
-- routing by layer --
metal | share of wire (%) | routed length, um
met4 | 0.11 | 8
met1 | 52 | 3720
met5 | 0 | 0
met3 | 4.5 | 327
met2 | 44 | 3130
-- cell usage in the layout, fill, tap and decap left out, drive strengths merged, types with 6 or more instances in the layout --
cell and count:
nand2 19, mux2i 8, inv 26, ha 39, buf 119, clkbuf 6
fa 11, nor2 25, a21oi 19, clkdlybuf4s50 9, o21ai 19, a31oi 7
nand3 7
-- worst max-delay path, delay by kind of cell --
family | cells | cell delay, ns
multiplexers | 1 | 0.19
buffers and inverters | 13 | 1.61
adder cells (fa/ha/maj) | 3 | 0.57
AND/OR/NAND/NOR | 8 | 1.35
AND-OR/OR-AND | 8 | 1.14
Power is estimated from default activity; no workload was simulated.
