===== flow/design.v =====
module problema_1 #(parameter WIDTH=4)(
    input logic [WIDTH-1:0] binary_in,
    output logic [WIDTH-1:0] gray_out, 
	  output logic [6:0] seg_out  
);
    always_comb begin
        gray_out[WIDTH-1] = binary_in[WIDTH-1];
        for (int i = WIDTH-2; i >= 0; i--) begin
            gray_out[i] = binary_in[i+1] ^ binary_in[i];
		  end
		  case (gray_out)
				4'h0: seg_out = 7'b1000000;
				4'h1: seg_out = 7'b1111001;
				4'h2: seg_out = 7'b0100100;
				4'h3: seg_out = 7'b0110000;
				4'h4: seg_out = 7'b0011001;
				4'h5: seg_out = 7'b0010010;
				4'h6: seg_out = 7'b0000010;
				4'h7: seg_out = 7'b1111000;
				4'h8: seg_out = 7'b0000000;
				4'h9: seg_out = 7'b0010000;
				4'ha: seg_out = 7'b0001000;
				4'hb: seg_out = 7'b0000011;
				4'hc: seg_out = 7'b1000110;
				4'hd: seg_out = 7'b0100001;
				4'he: seg_out = 7'b0000110;
				4'hf: seg_out = 7'b0001110;
			endcase
    end
endmodule

===== flow/run.sh =====
#!/bin/bash
# OpenROAD 26Q1-2900-gdf79404cd8, Yosys 0.63+post, stock flow scripts
make -C /OpenROAD-flow-scripts/flow DESIGN_CONFIG=/design/flow/config.mk WORK_HOME=/design/flow/orfs finish

===== flow/config.mk =====
export PLATFORM = sky130hd
export DESIGN_NAME = problema_1
export DESIGN_NICKNAME = problema_1
export VERILOG_FILES = /design/flow/design.v
export SDC_FILE = /design/flow/constraint.sdc
export NUM_CORES = 4
export LEC_CHECK = 1
export CORE_AREA = 10 10 70 70
export DIE_AREA = 0 0 80 80

===== flow/constraint.sdc =====
current_design problema_1

set clk_period 1.4
set clk_io_pct 0.2

create_clock -name clk0 -period $clk_period

set non_clock_inputs [all_inputs -no_clocks]
set_input_delay [expr $clk_period * $clk_io_pct] -clock clk0 $non_clock_inputs
set_output_delay [expr $clk_period * $clk_io_pct] -clock clk0 [all_outputs]

==> results.yml <==
# synthesis and place-and-route metrics
synthesis:
  yosysCellCount: 41
  ys_chip_area_um2: 297
  syn-cell-area_um2: 297
  ys_sh_adder: 0.253
  ys_seq_share: 0
  mux_share: 0.152
  syn_avg_cell_area_um2: 7.23
  ys_top_cells_by_area: "ha_1 (25%), mux2i_1 (10%), buf_6 (7.6%), a21oi_1 (6.8%), o21ai_0 (6.8%)"
  yosysUniqueCellTypes: 17
  top_cell_area_share: 0.253
  syn_inst: 41
  ys_top_logic_family: "adder cells"
  synthSimpleGateAreaFrac: 0.165
  xor_area_frac: 0.118
  yosysWarningCount: 1
  ys_sh_aoi: 0.156
  yosys.area.top_type: "ha_1"
sta:
  slew_violations: 0
  min_period_over_period: 1.30
  finalHoldViolCount: 0
  period_needed_ps: 1820
  tightest_slew_ps: 201
  max_slew_margin: 0.866
  setup_viol: 8
  rsz0062_at_grt: "yes"
  fmax_ghz: 0.550
  worst_slack_ps: -419
drt:
  diodes: 0
  ant_nets: 0
  vias: 454
  drc: 0
  routed_wl_um: 1440
  routedWlPerCell_um: 11.0
  drt-vias-per-instance: 3.47
  drt_iter0_drc: 8
  firstDrtPassIters: 2
power:
  power.density_nw_per_um2: 421
  ir_drop_uv: 86.1
  power_frac_seq: 0
  swShare: 0.394
  p_leak_nw: 0.422
  clockPowerShare: 0
  comb_power_share: 1.000
  power_uw: 374
  internal_power_uw: 227
  p_sw_uw: 147
critical_path:
  crit_slowest_cell: "mux2_4"
  worst-path-buf-inv: 5
  crit_family: "buffers and inverters"
  path_class: "in2out"
  crit_chain: "buf_8 > buf_6 > xnor2_4 > inv_2 > buf_6 > ha_4 > mux2_4 > nand2_2 > o21ai_2 > buf_2"
  slowest_delay_ps: 270
  cp_max_fo: 4
  cpMostUsedCell: "buf_6"
  crit_path_end_kind: "output port"
  startpoint_type: "input pin"
  cp.required_ps: 1120
  arrival_ps: 1540
placed_design:
  gp_congestion: 0.703
  dpl.cell_count: 105
  io_buffers: 15
  hpwl_um: 739
global_route:
  grt_max_degree: 18
  gr-usage-all-layers: 0.0398
  grt_pass1_vias: 454
  antenna_found_initial: 0
  grt_pass1_wl_um: 2150
  overflow: 0
finish:
  final_cell_mix: "buf_4 (22), buf_6 (10), buf_2 (7)"
  seqCellArea_um2: 0
  clockBufferCount: 0
  ff_count: 0
  final_common_cell: "buf_4"
  drive_gt1_frac: 0.718
  area_growth_syn_to_layout_pct: 200
  instances_no_fill: 131
die:
  dieArea_um2: 6400
  initCoreUtil: 0.0868
  io_pins: 15
  core_um2: 3420
  rows: 21
  fp.dieH_um: 80
  die_w_um: 80
hold_path:
  min_path_type: "in2out"
flow_run:
  tool_warnings: 40
  cap_viol_max_count: 0
run_status:
  status: "finished with violations"
  violations: "negative setup slack"
==> stage by stage <==
stage	TNS, ps	utilization	hold WS (ps)	area [µm²]	setup slack (ps)
2_1_floorplan	-198	-	626	322	-168
3_3_place_gp	-8920	0.163	1580	556	-1070
3_5_place_dp	-9050	0.163	1570	556	-1110
4_1_cts	-2650	0.224	1060	764	-371
5_1_grt	-3010	0.260	958	888	-469
6_report	-2560	0.260	931	888	-419
==> kinds of logic (layout without fill, tap and decap cells) <==
family                   Yosys count  count (layout)
XOR/XNOR                           4               4
adder cells (fa/ha/maj)            6               6
multiplexers                       4               4
AND/OR/NAND/NOR                   11              11
AND-OR/OR-AND                      9               9
buffers and inverters              7              51
==> cells in the mapped netlist <==
cell type  n
nand2_1    4
o22ai_1    1
mux2_4     1
buf_2      1
mux2i_1    3
xnor2_1    2
a21oi_1    4
nand3b_1   1
o21ai_0    4
nand3_1    1
buf_4      1
inv_1      3
buf_6      2
ha_1       6
nor2_1     4
xor2_1     2
nand2b_1   1
==> timing repair <==
item / 4_1_cts / 5_1_grt
setup endpoints to repair: 11 / 10
pin swaps: 11 / 1
hold buffers: 0 / 0
resized: 67 / 17
cloned: 0 / 0
setup buffers: 19 / 9
==> routing by layer <==
metal | up-vias | wire [µm] | global-route usage
met2 | 11 | 622 | 0.0658
met3 | 0 | 146 | 0.0170
li1 | 222 | - | -
met5 | - | 0 | 0
met1 | 221 | 672 | 0.0497
met4 | 0 | 0 | 0
==> power groups by stage <==
stage         combinational, mW  sequential, mW  clock, mW
CTS                       0.311               0          0
global route              0.406               0          0
finish                    0.374               0          0
==> final timing paths <==
kind | to | start | slack [ps] | depth (start not counted)
worst max-delay path | seg_out[3] | binary_in[1] | -420 | 10
worst min-delay path | gray_out[2] | binary_in[3] | 930 | 4
==> final cells by class <==
class / count / area, µm²
multi-input combinational: 34 / 395
tap: 46 / 57.6
inverter: 3 / 11.3
fill: 354 / 2530
timing repair buffer: 48 / 424
Power figures rest on the tool's default switching activity, not on a simulated workload.
