==> /design/flow/design.v <==
module button_edge (
    input  logic clk,
    input  logic reset_n,
    input  logic button_in,
    output logic button_pulse
);
    logic [1:0] sync;
    always_ff @(posedge clk or negedge reset_n) begin
        if (!reset_n)
            sync <= 2'b00;
        else
            sync <= {sync[0], button_in};
    end
    assign button_pulse = (sync[0] & ~sync[1]);
endmodule
module contador #(parameter WIDTH=8)(
	input logic clk,
	input logic reset_n,
	input logic enable,
	output logic [WIDTH-1:0] count,
	output logic overflow
);
	always_ff @(posedge clk or negedge reset_n) begin
		 if (!reset_n) begin
			  count <= '0;
			  overflow <= 1'b0;
		 end else begin
			  if (enable) begin
					if (count == {WIDTH{1'b1}}) begin
						 count <= '0;
						 overflow <= 1'b1;
					end else begin
						 count <= count + 1'b1;
						 overflow <= 1'b0;
					end
			  end else begin
					overflow <= 1'b0;
			  end
		 end
	end
endmodule
module problema_3 #(parameter WIDTH=6)(
    input  logic clk,
    input  logic reset_n,
    input  logic button,
    output logic [6:0] segments_units,
    output logic [6:0] segments_tens
);
    logic [WIDTH-1:0] count;
    logic overflow;
    logic button_pulse;
	 logic [3:0] units_digit;
    logic [3:0] tens_digit;
    button_edge debouncer (
        .clk(clk),
        .reset_n(reset_n), 
        .button_in(button),
        .button_pulse(button_pulse)
    );
    contador #(.WIDTH(WIDTH)) contador (
        .clk(clk),
        .reset_n(reset_n),
        .enable(button_pulse),
        .count(count),
        .overflow(overflow)
    );
	 always_comb begin
        if (count < 10) begin
            tens_digit = 4'b0000;
            units_digit = count[3:0];
        end else if (count < 20) begin
            tens_digit = 4'b0001;
            units_digit = count - 10;
        end else if (count < 30) begin
            tens_digit = 4'b0010;
            units_digit = count - 20;
        end else if (count < 40) begin
            tens_digit = 4'b0011;
            units_digit = count - 30;
        end else if (count < 50) begin
            tens_digit = 4'b0100;
            units_digit = count - 40;
        end else if (count < 60) begin
            tens_digit = 4'b0101;
            units_digit = count - 50;
        end else begin  
            tens_digit = 4'b0110;
            units_digit = count - 60;
        end
    end
   decoder_segmentos display_decenas (
        .data(tens_digit),
        .segments(segments_tens)
    );
	 decoder_segmentos display_unidades (
        .data(units_digit),
        .segments(segments_units)
    );
endmodule
module decoder_segmentos (
    input  logic [3:0] data,
    output logic [6:0] segments
);
    always_comb begin
        case (data)
				4'h0: segments = 7'b1000000;
				4'h1: segments = 7'b1111001;
				4'h2: segments = 7'b0100100;
				4'h3: segments = 7'b0110000;
				4'h4: segments = 7'b0011001;
				4'h5: segments = 7'b0010010;
				4'h6: segments = 7'b0000010;
				4'h7: segments = 7'b1111000;
				4'h8: segments = 7'b0000000;
				4'h9: segments = 7'b0010000;
				default: segments = 7'b1111111;  
			endcase
    end
endmodule
==> /design/flow/run.sh <==
#!/bin/bash
# OpenROAD 26Q1-2900-gdf79404cd8, Yosys 0.63+post, stock flow scripts
make -C /OpenROAD-flow-scripts/flow DESIGN_CONFIG=/design/flow/config.mk WORK_HOME=/design/flow/orfs finish
==> /design/flow/config.mk <==
export PLATFORM = sky130hd
export DESIGN_NAME = problema_3
export DESIGN_NICKNAME = problema_3
export VERILOG_FILES = /design/flow/design.v
export SDC_FILE = /design/flow/constraint.sdc
export NUM_CORES = 4
export LEC_CHECK = 1
export CORE_AREA = 10 10 79 79
export DIE_AREA = 0 0 89 89
==> /design/flow/constraint.sdc <==
current_design problema_3

set clk_period 3.0
set clk_io_pct 0.2

create_clock -name clk0 -period $clk_period [get_ports {clk}]

set non_clock_inputs [all_inputs -no_clocks]
set_input_delay [expr $clk_period * $clk_io_pct] -clock clk0 $non_clock_inputs
set_output_delay [expr $clk_period * $clk_io_pct] -clock clk0 [all_outputs]
==> ci_impl_report.md <==
### Yosys + OpenROAD results

| Metric | Value |
|---|---|
| Result of the run | finished, violations left |
| Failing checks | setup timing |
| Yosys stat cell total | 138 |
| FF+latch count, synth | 8 |
| GR Util All Layers | 8.90% |
| Max Transition Viols Final | 0 |
| Crit. End Element | output port |
| Clk ins delay skew pair | 0.23 ns |
| CP top delay family | AND-OR/OR-AND gates |
| Drt pass-1 iters | 4 |
| Clk sinks | 8 |
| Max Cap Viol | 0 |
| # IOs | 17 |
| Layout cells sized above 1 | 56.8% |
| Slowest stage delay, CP | 0.43 ns |
| Max Fclk | 0.319 GHz |
| DR vias/cell | 4.93 |
| Final Hold Fails | 0 |
| Final period util | 105% |
| Buffers on Ports | 16 |
| Total die area | 0.00792 sq mm |
| Leakage | 0.920 nW |
| Final Util | 45.3% |
| Post-synth EDFFs | 0 |
| Power, Total | 0.00283 W |
| Pin count of the biggest net entering global routing | 17 |
| Area of the core | 0.00466 sq mm |
| Asr flop ratio synth | 100% |
| Peak VDD IR | 0.507 mV |
| Crit path top cell by count | buf_6 |
| Num CTS Buffers | 3 |
| N_diodes | 0 |
| Post-Route WL | 3.61 mm |
| Htree depth | 1 |
| FP Core Util | 25.3% |
| Setup Slack @ Placement | -0.245 ns |
| Log Warnings | 36 |
| Layout area overhead | 78.8% |
| RSZ-0062 raised after global routing | yes |
| CTS tree | built |
| Arrival time worst endpoint | 2.54 ns |
| Vias in the first global route | 1233 |
| Final worst clock skew | 0.00412 ns |
| Post-route cell area | 0.00211 sq mm |
| Initial antenna violation count | 0 |
| Ys flop type | dfrtp_1 |
| WHS Path Cells | 0 |
| Tightest Pin Transition | 0.474 ns |
| Detail Route Antenna Nets | 0 |
| Worst Hold Class | flip-flop to flip-flop |
| Final WS setup | -0.136 ns |
| YS chip area | 0.00118 sq mm |
| CP Depth | 12 |
| CP Data Required Time | 2.40 ns |
| Clk pin slew, worst setup/hold paths | 0.04 ns |
| CP Max Fanout | 5 |
| Type of origin of the critical path | flip-flop |
| Synth Warn # | 4 |
| Hold Buf Count CTS | 0 |
| Die x size | 89 um |
| Drt drc | 0 |
| WL/cell | 13.9 um |
| RePlAce Congestion | 0.954 |
| Slowest CP cell | dfrtp_2 |
| DR iter-0 viols | 48 |
| Rel. slew slack | 68.4% |
| Mapped Cells | 138 |
| Post-DP Area | 0.00158 sq mm |
| Die height | 89 um |
| Count of buffer and inverter cells on the critical path | 5 |
| Critical path type | flip-flop to output port |
| Deepest clock path buffer count | 2 |
| Hold slack | 0.367 ns |
| First-pass GRT wire length | 5.83 mm |
| Detail Placement HPWL | 2.36 mm |
| CP Cell Sequence | clkinv_4 -> ha_4 -> a2111oi_4 -> buf_4 -> nor4_4 -> a21oi_2 -> a21boi_4 -> buf_6 -> buf_6 -> nor2_4 -> o221ai_2 -> buf_2 |
| Via count | 1283 |
| GRT Residual Overflow | 0 |
| Pwr/cell area | 1340 mW/mm^2 |
| Final Critical Period | 3.14 ns |
| Cell count of the worst reg-to-reg path | 6 |
| Endpoints failing setup | 7 |
| Post-Syn Area per Cell | 8.55 sq um |
| CTS root buffer | clkbuf_8 |
| Synth unique cells | 50 |
| Num rows | 25 |
| Seq share, synth | 17.0% |
| Mapped Area | 0.00118 sq mm |
## area by class of cell
class                           count  area, sq um
Fill cell                         402         2550
Timing Repair Buffer               74          649
Inverter                            9         43.8
Sequential cell                     8          203
Clock buffer                        3         41.3
Tap cell                           54         67.6
Multi-Input combinational cell    112         1100
## cell families (layout without fill, tap and decap cells)
family / count (synthesis) / in the layout / share of synthesized area [%]
flip-flops: 8 / 8 / 17.0
buffers and inverters: 19 / 86 / 9.76
adder cells (fa/ha/maj): 14 / 14 / 14.8
XOR/XNOR: 3 / 3 / 2.86
AND-OR/OR-AND: 46 / 47 / 33.2
AND/OR/NAND/NOR: 46 / 46 / 20.7
multiplexers: 2 / 2 / 1.70
## cell usage in the layout (no fill, tap or decap), types with 4 or more instances in the layout
cell,netlist,layout
a21oi_2,0,4
buf_2,2,7
buf_4,3,41
buf_6,4,14
dfrtp_1,8,6
dlygate4sd2_1,0,5
ha_1,14,5
ha_4,0,8
inv_1,9,4
nand2_1,16,15
nand2b_1,6,5
nand3_1,5,5
o21ai_0,9,7
o21ai_1,4,4
## path summary, 6_finish.rpt
path                                          startpoint                            end  slack, ns
min in group asynchronous                        reset_n  contador.count[5]$_DFFE_PN0P_       0.65
hold reg to reg              debouncer.sync[0]$_DFF_PN0_    debouncer.sync[1]$_DFF_PN0_       0.37
setup / recovery           contador.count[2]$_DFFE_PN0P_              segments_units[3]      -0.14
setup reg to reg           contador.count[5]$_DFFE_PN0P_  contador.count[3]$_DFFE_PN0P_       1.44
max in group asynchronous                        reset_n  contador.count[2]$_DFFE_PN0P_       2.06
hold / removal               debouncer.sync[0]$_DFF_PN0_    debouncer.sync[1]$_DFF_PN0_       0.37
## layer usage
| metal | vias to the layer above | track usage, % | part of all wire (%) |
|---|---|---|---|
| li1 | 641 | - | - |
| met1 | 600 | 12.4 | 46 |
| met2 | 38 | 14.6 | 49 |
| met3 | 4 | 1.65 | 3.8 |
| met4 | 0 | 0.578 | 0.97 |
| met5 | - | 0 | 0 |
## power by group
group          leakage, nW  internal (W)  switching [W]  total (W)
clock network       0.0216     0.0000868      0.0000407   0.000127
logic                0.801       0.00147        0.00104    0.00252
registers           0.0973      0.000136      0.0000491   0.000185
## cells in the mapped netlist, types with 2 or more instances
master    instances  area [sq um]
nand2b_1          6          37.5
dfrtp_1           8           200
o31ai_1           3          22.5
a21oi_1           4          20.0
inv_1             9          33.8
nor4_1            2          12.5
a21boi_4          2          37.5
o21ai_0           9          45.0
a22oi_1           2          15.0
nand2_1          16          60.1
buf_6             4          45.0
xnor2_1           2          17.5
mux2i_1           2          20.0
nor2b_1           3          18.8
nand3_1           5          25.0
buf_4             3          22.5
and2_1            2          12.5
buf_2             2          10.0
a21o_1            2          15.0
o21ai_1           4          20.0
ha_1             14           175
nor2_1            4          15.0
o21a_1            2          15.0
a31oi_1           2          12.5
## metrics by stage
step           cells  TNS, ns
6_report         260   -0.686
5_1_grt          260    -1.50
4_1_cts          254   -0.156
3_5_place_dp     230    -1.78
3_3_place_gp     230    -1.65
2_1_floorplan    138        0
## timing repair
action                                  CTS  global route
pin swaps                                21            20
gates resized                            74            24
setup buffers                            20             7
cloned                                    1             0
endpoints found under the setup margin   14             9
## sequential cells by signal, indices dropped and copies added (netlist names)
name and count:
contador.count 6, debouncer.sync 2
Power and IR drop assume default switching activity.
